`flow/design.v`:
```
`timescale 1ns / 1ps
module MUX2X32D(A0,A1,S,Y
    );
	input[31:0] A0,A1;
	input S;
	output[31:0] Y;
	wire[63:0] tmp;
	wire NS;
	not i0(NS,S);
		and i1(tmp[0],A0[0],NS);
	and i2(tmp[1],A1[0],S);
	or i3(Y[0],tmp[0],tmp[1]);
	and i4(tmp[2],A0[1],NS);
	and i5(tmp[3],A1[1],S);
	or i6(Y[1],tmp[2],tmp[3]);
	and i7(tmp[4],A0[2],NS);
	and i8(tmp[5],A1[2],S);
	or i9(Y[2],tmp[4],tmp[5]);
	and i10(tmp[6],A0[3],NS);
	and i11(tmp[7],A1[3],S);
	or i12(Y[3],tmp[6],tmp[7]);
	and i13(tmp[8],A0[4],NS);
	and i14(tmp[9],A1[4],S);
	or i15(Y[4],tmp[8],tmp[9]);
	and i16(tmp[10],A0[5],NS);
	and i17(tmp[11],A1[5],S);
	or i18(Y[5],tmp[10],tmp[11]);
	and i19(tmp[12],A0[6],NS);
	and i20(tmp[13],A1[6],S);
	or i21(Y[6],tmp[12],tmp[13]);
	and i22(tmp[14],A0[7],NS);
	and i23(tmp[15],A1[7],S);
	or i24(Y[7],tmp[14],tmp[15]);
	and i25(tmp[16],A0[8],NS);
	and i26(tmp[17],A1[8],S);
	or i27(Y[8],tmp[16],tmp[17]);
	and i28(tmp[18],A0[9],NS);
	and i29(tmp[19],A1[9],S);
	or i30(Y[9],tmp[18],tmp[19]);
	and i31(tmp[20],A0[10],NS);
	and i32(tmp[21],A1[10],S);
	or i33(Y[10],tmp[20],tmp[21]);
	and i34(tmp[22],A0[11],NS);
	and i35(tmp[23],A1[11],S);
	or i36(Y[11],tmp[22],tmp[23]);
	and i37(tmp[24],A0[12],NS);
	and i38(tmp[25],A1[12],S);
	or i39(Y[12],tmp[24],tmp[25]);
	and i40(tmp[26],A0[13],NS);
	and i41(tmp[27],A1[13],S);
	or i42(Y[13],tmp[26],tmp[27]);
	and i43(tmp[28],A0[14],NS);
	and i44(tmp[29],A1[14],S);
	or i45(Y[14],tmp[28],tmp[29]);
	and i46(tmp[30],A0[15],NS);
	and i47(tmp[31],A1[15],S);
	or i48(Y[15],tmp[30],tmp[31]);
	and i49(tmp[32],A0[16],NS);
	and i50(tmp[33],A1[16],S);
	or i51(Y[16],tmp[32],tmp[33]);
	and i52(tmp[34],A0[17],NS);
	and i53(tmp[35],A1[17],S);
	or i54(Y[17],tmp[34],tmp[35]);
	and i55(tmp[36],A0[18],NS);
	and i56(tmp[37],A1[18],S);
	or i57(Y[18],tmp[36],tmp[37]);
	and i58(tmp[38],A0[19],NS);
	and i59(tmp[39],A1[19],S);
	or i60(Y[19],tmp[38],tmp[39]);
	and i61(tmp[40],A0[20],NS);
	and i62(tmp[41],A1[20],S);
	or i63(Y[20],tmp[40],tmp[41]);
	and i64(tmp[42],A0[21],NS);
	and i65(tmp[43],A1[21],S);
	or i66(Y[21],tmp[42],tmp[43]);
	and i67(tmp[44],A0[22],NS);
	and i68(tmp[45],A1[22],S);
	or i69(Y[22],tmp[44],tmp[45]);
	and i70(tmp[46],A0[23],NS);
	and i71(tmp[47],A1[23],S);
	or i72(Y[23],tmp[46],tmp[47]);
	and i73(tmp[48],A0[24],NS);
	and i74(tmp[49],A1[24],S);
	or i75(Y[24],tmp[48],tmp[49]);
	and i76(tmp[50],A0[25],NS);
	and i77(tmp[51],A1[25],S);
	or i78(Y[25],tmp[50],tmp[51]);
	and i79(tmp[52],A0[26],NS);
	and i80(tmp[53],A1[26],S);
	or i81(Y[26],tmp[52],tmp[53]);
	and i82(tmp[54],A0[27],NS);
	and i83(tmp[55],A1[27],S);
	or i84(Y[27],tmp[54],tmp[55]);
	and i85(tmp[56],A0[28],NS);
	and i86(tmp[57],A1[28],S);
	or i87(Y[28],tmp[56],tmp[57]);
	and i88(tmp[58],A0[29],NS);
	and i89(tmp[59],A1[29],S);
	or i90(Y[29],tmp[58],tmp[59]);
	and i91(tmp[60],A0[30],NS);
	and i92(tmp[61],A1[30],S);
	or i93(Y[30],tmp[60],tmp[61]);
	and i94(tmp[62],A0[31],NS);
	and i95(tmp[63],A1[31],S);
	or i96(Y[31],tmp[62],tmp[63]);
endmodule
`timescale 1ns / 1ps
module MUX4X32D(A0,A1,A2,A3,S,Y
    );
	input[31:0] A0,A1,A2,A3;
	input[1:0] S;
	output[31:0] Y;
	wire[31:0] tmp1,tmp2;
	MUX2X32D i1(A0,A1,S[0],tmp1);
	MUX2X32D i2(A2,A3,S[0],tmp2);
	MUX2X32D i3(tmp1,tmp2,S[1],Y);
endmodule
```
`flow/run.sh`:
```
#!/bin/bash
# OpenROAD 26Q1-2900-gdf79404cd8, Yosys 0.63+post, stock flow scripts
make -C /OpenROAD-flow-scripts/flow DESIGN_CONFIG=/design/flow/config.mk WORK_HOME=/design/flow/orfs finish
```
`flow/config.mk`:
```
export PLATFORM = sky130hd
export DESIGN_NAME = MUX4X32D
export DESIGN_NICKNAME = MUX4X32D
export VERILOG_FILES = /design/flow/design.v
export SDC_FILE = /design/flow/constraint.sdc
export NUM_CORES = 4
export LEC_CHECK = 1
export CORE_AREA = 10 10 95 95
export DIE_AREA = 0 0 105 105
```
`flow/constraint.sdc`:
```
current_design MUX4X32D

set clk_period 1.5
set clk_io_pct 0.2

create_clock -name clk0 -period $clk_period

set non_clock_inputs [all_inputs -no_clocks]
set_input_delay [expr $clk_period * $clk_io_pct] -clock clk0 $non_clock_inputs
set_output_delay [expr $clk_period * $clk_io_pct] -clock clk0 [all_outputs]
```
==> impl_metrics.yaml <==
# generated from flow reports
outcome:
  status: "complete, but fails checks"
  violations: "negative setup slack"
sta:
  hold_viol_final: 0
  period_used_share: 1.05
  setup_viol_count_final: 12
  slew_headroom: 0.888
  setup_ws_ns: -0.0752
  max_freq_ghz: 0.635
  rsz0062_at_grt: "yes"
  final_max_slew_viol_count: 0
  fin_crit_ns: 1.58
  tightest_slew_ns: 0.170
floorplan:
  dieWidth_um: 105
  core_sq_um: 6910
  fp.dieH_um: 105
  core_util_floorplan: 0.118
  rows: 30
  die-area_sq_um: 11000
  num_io_pins: 162
power:
  powerDensity_nw_per_um2: 245
  power.total_uw: 576
  peakVddDrop_v: 0.000124
  p_leak_uw: 0.00112
worst_setup_path:
  slowest_delay_ns: 0.50
  worstPathArrival_ns: 1.28
  crit_start: "S[0]"
  required_ns: 1.20
  cp-endpoint: "Y[30]"
  crit_chain: "buf_12 > buf_12 > buf_8 > mux4_2 > buf_2"
  end_kind: "primary output"
  cp_max_fo: 7
  slowest_stage: "mux4_2"
  path_class: "in2out"
  path_common_cell: "buf_12"
  cp-start-kind: "input port"
route:
  drt-total-wl_um: 6860
  initialDrtViolationCount: 21
  dr.pass1.iters: 4
  route.detailed.wl_per_inst_um: 22.6
  drcViolationCount: 0
  via_count: 1233
  via_per_inst: 4.07
  postRouteAntennaNets: 0
  antennaDiodeCount: 0
yosys:
  yosys_area_sq_um: 815
  syn_area_sq_um: 815
  ys_cells: 39
  synth_warnings: 0
  ys_seq_share: 0
  avgSynthCellArea_sq_um: 20.9
  synthCells: 39
  topCellsByArea: "mux4_2 83%, buf_12 7.4%, mux4_1 6.5%"
  yosys.area.top_type_share: 0.829
  synth_cell_types: 5
  synth_area_leader_cell: "mux4_2"
placed_design:
  dp_hpwl_um: 6100
  portBuffers: 162
  dp_cells: 293
  routabilityCongestion: 0.849
layout:
  drive_gt1_frac: 0.382
  layout.cells.non_filler: 303
  clock_buffers: 0
  seq_area_sq_um: 0
  syn2layout_area_growth_pct: 188
  sequential_cell_total: 0
clock_tree:
  cts_hold_buf: 0
global_routing:
  grt_pass1_vias: 1518
  grt_max_degree: 17
  grt.total_usage: 0.120
  grt_pass1_wl_um: 10100
  antenna_found_initial: 0
  grt.overflow.total: 0
flow_run:
  cap_violations: 0
  warnings: 34
hold_path:
  hold_path.class: "in2out"
through the flow:
step / utilization / instance area [sq um] / worst slack [ns] / setup TNS, ns / hold slack, ns
finish: 0.340 / 2350 / -0.0752 / -0.594 / 1.08
global route: 0.340 / 2350 / -0.122 / -1.36 / 1.10
CTS: 0.340 / 2350 / -0.0855 / -0.735 / 1.09
detailed placement: 0.366 / 2520 / -0.640 / -19.39 / 1.54
global placement: 0.366 / 2520 / -0.642 / -19.42 / 1.53
floorplan: - / 815 / 0.183 / 0 / 0.686
critical path: cells and delay by family:
family	cells	cell delay [ns]
buf+inv	4	0.47
mux	1	0.50
worst min-delay path by stage:
stage,from,to,cells past startpoint
4_1_cts,A0[0],Y[0],3
5_1_grt,A0[2],Y[2],3
6_report,A0[0],Y[0],3
area by class of cell:
cell class                      instances  area (sq um)
Fill cell                             760          4560
Multi-Input combinational cell         32           721
Tap cell                               96           120
Timing Repair Buffer                  175          1510
report_power, final:
group	internal, uW	switching, uW	leakage, uW
sequential	0	0	0
combinational	416	160	0.00112
clock	0	0	0
Yosys cell counts, drive strengths merged:
cell / number
buf: 7
mux4: 32
cell families (layout without fill, tap and decap cells):
| logic type | count (synthesis) | in the layout | synth area share |
|---|---|---|---|
| multiplexers | 32 | 32 | 0.894 |
| buffers and inverters | 7 | 175 | 0.106 |
cell usage in the layout (no fill, tap or decap):
cell type and instances:
buf_12 4, buf_16 2, buf_8 1, buf_4 5, dlygate4sd2_1 128, mux4_2 32, buf_2 31, buf_6 4
timing repair:
action / in CTS / in global routing
gates cloned: 2 / 0
endpoints found under the hold margin: 0 / 0
setup buffers: 8 / 0
setup endpoints to repair: 32 / 30
gates resized: 249 / 0
routing by layer:
layer / global-route usage / part of all wire / wire length [um]
met3: 0.0540 / 0.11 / 740
met2: 0.210 / 0.50 / 3430
met5: 0 / 0 / 0
met4: 0 / 0.00058 / 4
met1: 0.141 / 0.39 / 2690
Power is estimated from default activity; no workload was simulated.
